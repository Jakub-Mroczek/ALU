`./run.sh`:
```
#!/bin/bash
# OpenROAD 26Q1-2900-gdf79404cd8, Yosys 0.63+post, stock flow scripts
make -C /OpenROAD-flow-scripts/flow DESIGN_CONFIG=/design/flow/config.mk WORK_HOME=/design/flow/orfs finish
```
`./constraint.sdc`:
```
current_design Divider

set clk_period 2.7
set clk_io_pct 0.2

create_clock -name clk0 -period $clk_period [get_ports {clock}]

set non_clock_inputs [all_inputs -no_clocks]
set_input_delay [expr $clk_period * $clk_io_pct] -clock clk0 $non_clock_inputs
set_output_delay [expr $clk_period * $clk_io_pct] -clock clk0 [all_outputs]
```
`./design.v`:
```
module FullAdder(
    input a,
    input b,
    input cin,
    output cout,
    output sum
    );
    assign sum = (a^b^cin);
    assign cout = (a&b) | (a&cin)| (b&cin);
endmodule
module Adder
    #(parameter n=4)
    (
    input [n-1:0] augend,
    input [n-1:0] addend,
    output [n:0] final_sum
    );
    wire [n:0] carries;
    wire [n-1:0] sums;
    assign carries[0] = 1'b0;
    genvar i;
    generate
        for(i=0; i <n; i=i+1) begin
            FullAdder full_adder_gen(.a(augend[i]),.b(addend[i]),.cin(carries[i]),.cout(carries[i+1]),.sum(sums[i]));
        end
    endgenerate
    assign final_sum[n-1:0] = sums;
    assign final_sum[n] = carries[n];
endmodule
module RShifter
    #(parameter n=4)
    (
    input wire clock,
    input wire en,
    input wire [n-1:0] in,
    output wire [n-1:0] out
    );
    generate
        assign out[3] = 1'b0;
        for(genvar i=0; i<n-1; i=i+1) begin
            assign out[i] = in[i+1];
        end
    endgenerate
endmodule
module LShifter
    #(parameter n=4)
    (
    input wire clock,
    input wire en,
    input wire [n-1:0] in,
    output wire [n-1:0] out
    );
    generate
        assign out[0] = 1'b0;
        for(genvar i=0; i<n-1; i=i+1) begin
            assign out[i+1] = in[i];
        end
    endgenerate
endmodule
module Mux2to1 
    #(parameter n = 4)
    ( 
    input [n-1:0] a,                  
    input [n-1:0] b,                               
    input sel,              
    output [n-1:0] out
    );             
   assign out = (sel ? a : b);  
endmodule  
module Divider
    #(parameter n = 8)
    (
    input wire clock,
    input reset,
    input start,
    input [n-1:0] A,
    input [n-1:0] B,
    output wire [n:0] product,
    output finished
    );
    reg en_RS = 1'b1;
    reg en_LS = 1'b1;
    wire [n-1:0] OutMuxA;
    wire SelectMuxA = 0;
    wire [n-1:0] OutLShift;
    reg [n-1:0] InLShift = 8'b00001101;
    Mux2to1 #(.n(n)) multMuxA(.a(A),.b(OutLShift),.sel(SelectMuxA),.out(OutMuxA));
    LShifter #(.n(n)) multLShift(.clock(clock),.en(en_LS),.in(InLShift),.out(OutLShift));
    wire [n-1:0] OutMuxB;
    wire SelectMuxB = 0;
    wire [n-1:0] OutRShift;
    reg [n-1:0] InRShift = 8'b00001011;
    Mux2to1 #(.n(n)) multMuxB(.a(A),.b(OutRShift),.sel(SelectMuxB),.out(OutMuxB));
    RShifter #(.n(n)) multRShift(.clock(clock),.en(en_RS),.in(InRShift),.out(OutRShift));
    always @(posedge clock) begin
        InLShift <= OutMuxA;
        InRShift <= OutMuxB;
        FeedbackAdder <= OutMuxProduct;
    end
    wire [n-1:0] OutMuxProduct;
    wire SelectMuxProduct = 1;
    wire [n-1:0] InAdder;
    reg [n-1:0] FeedbackAdder = 0;
    assign InAdder[n-1:0] = InLShift[n-1:0] & {(n){InRShift[0]}};
    Adder #(.n(n)) multAdder(.augend(InAdder),.addend(FeedbackAdder),.final_sum(product));
    Mux2to1 #(.n(n)) multMuxProduct(.a(product[n-1:0]),.b(8'b0),.sel(SelectMuxProduct),.out(OutMuxProduct));
endmodule
```
`./config.mk`:
```
export PLATFORM = sky130hd
export DESIGN_NAME = Divider
export DESIGN_NICKNAME = Divider
export VERILOG_FILES = /design/flow/design.v
export SDC_FILE = /design/flow/constraint.sdc
export NUM_CORES = 4
export LEC_CHECK = 1
export CORE_AREA = 10 10 75 75
export DIE_AREA = 0 0 85 85
```
==> metrics.txt <==
# HELP chip_impl_metric Implementation results
# TYPE chip_impl_metric gauge
chip_impl_metric{name="grt_overflow_total",unit=""} 0
chip_impl_metric{name="cap_viol_max_count",unit=""} 0
chip_impl_metric{name="via_per_inst",unit=""} 2.63
chip_impl_metric{name="yosys.area.top_type_share",unit=""} 0.527
chip_impl_metric{name="rrSetupSlack",unit="ns"} -0.58
chip_impl_metric{name="dr_total_vias",unit=""} 266
chip_impl_metric{name="gate_power_share",unit=""} 0.360
chip_impl_info{name="critical-path-slowest-cell",value="sky130_fd_sc_hd__fa_2"} 1
chip_impl_metric{name="layout.cell_area.non_filler",unit="um^2"} 747
chip_impl_metric{name="critical_path_peak_fanout",unit=""} 3
chip_impl_metric{name="placeableCoreArea",unit="mm^2"} 0.00406
chip_impl_metric{name="syn_inst",unit=""} 46
chip_impl_info{name="clockRootBuffer",value="sky130_fd_sc_hd__clkbuf_8"} 1
chip_impl_metric{name="number_of_hold_buffers_added_after_cts",unit=""} 0
chip_impl_info{name="critPathLaunchType",value="register"} 1
chip_impl_metric{name="initial_core_util",unit=""} 0.150
chip_impl_metric{name="setup-tns-final",unit="ns"} -5.53
chip_impl_info{name="critPathLaunch",value="InLShift[3]"} 1
chip_impl_metric{name="die_width",unit="um"} 85
chip_impl_metric{name="finalWorstSetupSlack",unit="ns"} -1.39
chip_impl_info{name="grt_setup_unrepaired",value="yes"} 1
chip_impl_info{name="worstSetupEndpoint",value="product[7]"} 1
chip_impl_metric{name="power.switching_fraction",unit=""} 0.270
chip_impl_metric{name="clockPowerShare",unit=""} 0.214
chip_impl_metric{name="worst-endpoint-arrival",unit="ns"} 3.55
chip_impl_metric{name="yosys.cell_types.count",unit=""} 8
chip_impl_metric{name="number_of_antenna_violations_at_the_first_check_in_global_routing",unit=""} 0
chip_impl_metric{name="synthesis.area_per_instance",unit="um^2"} 13.2
chip_impl_info{name="timing.rr.end",value="FeedbackAdder[7]"} 1
chip_impl_metric{name="synth_stat.cells",unit=""} 46
chip_impl_metric{name="dp_hpwl",unit="um"} 678
chip_impl_info{name="failed_checks",value="setup timing"} 1
chip_impl_metric{name="dr_wl_cell",unit="um"} 8.19
chip_impl_metric{name="floorplan.rows",unit=""} 23
chip_impl_metric{name="fin_skew",unit="ns"} 0.00790
chip_impl_info{name="status",value="finished with violations"} 1
chip_impl_metric{name="maxClockFrequency",unit="MHz"} 244
chip_impl_metric{name="tool_warnings",unit=""} 46
chip_impl_metric{name="timing_hold_violations_final",unit=""} 0
chip_impl_metric{name="design.die.area",unit="mm^2"} 0.00723
chip_impl_metric{name="cts.htree.levels",unit=""} 1
chip_impl_metric{name="maximum_number_of_pins_on_one_net_before_global_route_repair",unit=""} 10
chip_impl_metric{name="drcViolationCount",unit=""} 0
chip_impl_metric{name="wl",unit="um"} 827
chip_impl_metric{name="track_usage",unit=""} 0.0255
chip_impl_metric{name="yosys-stat-area",unit="um^2"} 608
chip_impl_info{name="path_class",value="reg -> out"} 1
chip_impl_metric{name="net-switching-power",unit="mW"} 0.222
chip_impl_info{name="top_cells_area",value="sky130_fd_sc_hd__dfxtp_1 53%, sky130_fd_sc_hd__fa_1 23%, sky130_fd_sc_hd__buf_4 12%, sky130_fd_sc_hd__and2_1 6.2%, sky130_fd_sc_hd__inv_1 2.5%"} 1
chip_impl_metric{name="cts.reportedPaths.clkPinSlew",unit="ns"} 0.06
chip_impl_metric{name="number_of_global_route_vias_before_repair",unit=""} 317
chip_impl_metric{name="i_o_pin_count",unit=""} 29
chip_impl_metric{name="clk_path_buf_depth",unit=""} 2
chip_impl_info{name="worst_setup_path_end_kind",value="primary output"} 1
chip_impl_info{name="path_cells",value="and2_4 -> ha_4 -> fa_2 -> fa_2 -> fa_2 -> fa_2 -> fa_2 -> fa_2 -> inv_2 -> fa_2 -> inv_2 -> buf_2"} 1
chip_impl_metric{name="area.growth.synth_to_final",unit="%"} 22.8
chip_impl_metric{name="gp_congestion",unit=""} 0.702
chip_impl_metric{name="worst_path_largest_cell_delay",unit="ns"} 0.42
chip_impl_metric{name="route.antenna.remaining_nets",unit=""} 0
chip_impl_metric{name="ys.warnings.count",unit=""} 4
chip_impl_info{name="worst_r2r_startpoint",value="InLShift[3]"} 1
chip_impl_metric{name="post_route_cells_drive_above_1_share",unit=""} 0.451
chip_impl_metric{name="ir_worst_vdd",unit="mV"} 0.387
chip_impl_metric{name="grt_pass1_wl",unit="um"} 1480
chip_impl_info{name="cts_tree",value="yes"} 1
chip_impl_metric{name="dieHeight",unit="um"} 85
chip_impl_info{name="min_path_type",value="reg -> reg"} 1
chip_impl_metric{name="required",unit="ns"} 2.16
chip_impl_metric{name="route.antenna.diode_count",unit=""} 0
chip_impl_metric{name="dpl-instance-area",unit="um^2"} 731
chip_impl_metric{name="fin_crit_sh",unit=""} 1.52
chip_impl_metric{name="leak_pwr",unit="nW"} 0.302
chip_impl_info{name="cpMostUsedCell",value="sky130_fd_sc_hd__fa_2"} 1
chip_impl_metric{name="pwr_density_cell",unit="mW/mm^2"} 1100
chip_impl_metric{name="drt_iter0_markers",unit=""} 5
chip_impl_info{name="netlist.top_cell.by_area",value="sky130_fd_sc_hd__dfxtp_1"} 1
chip_impl_metric{name="ff2ff_path_depth",unit=""} 11
chip_impl_metric{name="clock-sinks",unit=""} 16
chip_impl_metric{name="io_buffer_count",unit=""} 9
chip_impl_metric{name="setup-violations-final",unit=""} 8
chip_impl_metric{name="final_core_util",unit=""} 0.184
chip_impl_metric{name="synth.ff_latch_count",unit=""} 16
chip_impl_metric{name="detail_route.first_pass.iterations",unit=""} 2
chip_impl_metric{name="cell_internal_pwr",unit="mW"} 0.602
chip_impl_metric{name="clkLatencyLatePin",unit="ns"} 0.25
chip_impl_metric{name="final_tally_of_max_slew_violations",unit=""} 0
chip_impl_metric{name="power.share.sequential",unit=""} 0.426
chip_impl_metric{name="timing.final.crit_period",unit="ns"} 4.09
chip_impl_metric{name="netlist_area",unit="um^2"} 608
chip_impl_metric{name="synth.yosys.seq_area_share",unit=""} 0.527
chip_impl_metric{name="cts_buffers",unit=""} 3
-- power groups by stage --
stage	registers (mW)	logic, mW	clock network [mW]
finish	0.351	0.296	0.176
global route	0.363	0.367	0.195
CTS	0.346	0.327	0.185
-- through the flow --
stage          hold WS [ns]  setup slack, ns  std cells  power [mW]
5_1_grt               0.341            -1.50        101       0.925
3_5_place_dp          0.331            -1.51         97       0.750
6_report              0.328            -1.39        101       0.824
2_1_floorplan         0.323            -1.09         47       0.620
3_3_place_gp          0.330            -1.50         97       0.749
4_1_cts               0.329            -1.60        101       0.858
-- worst min path at each step --
stage | start | to | slack (ns) | cells past startpoint
after CTS | InLShift[2] | InLShift[3] | 0.33 | 0
after global routing | InLShift[2] | InLShift[3] | 0.34 | 0
final | InLShift[2] | InLShift[3] | 0.33 | 0
-- cell usage after synthesis --
| cell | n |
|---|---|
| sky130_fd_sc_hd__and2_1 | 6 |
| sky130_fd_sc_hd__buf_4 | 10 |
| sky130_fd_sc_hd__conb_1 | 1 |
| sky130_fd_sc_hd__dfxtp_1 | 16 |
| sky130_fd_sc_hd__fa_1 | 7 |
| sky130_fd_sc_hd__ha_1 | 1 |
| sky130_fd_sc_hd__inv_1 | 4 |
| sky130_fd_sc_hd__nand2_1 | 1 |
-- registers in the layout, summed over array words and instances (netlist names) --
register	cells
FeedbackAdder	8
InLShift	8
-- placed cells by master (no fill, tap or decap), types with 2 or more instances in the layout --
cell type / n
sky130_fd_sc_hd__and2_1: 5
sky130_fd_sc_hd__buf_2: 6
sky130_fd_sc_hd__clkbuf_8: 3
sky130_fd_sc_hd__clkdlybuf4s50_1: 2
sky130_fd_sc_hd__conb_1: 2
sky130_fd_sc_hd__dfxtp_1: 15
sky130_fd_sc_hd__fa_2: 7
sky130_fd_sc_hd__inv_2: 3
-- timing repair --
action / 4_1_cts / 5_1_grt
buffers inserted: 0 / 0
gates resized: 21 / 1
pin swaps: 8 / 7
setup endpoints to repair: 9 / 9
-- area by class of cell --
class                           instances  area [um^2]
Sequential cell                        16          324
Tap cell                               50         62.6
Multi-Input combinational cell         17          234
Inverter                                4         15.0
Fill cell                             435         3310
Timing Repair Buffer                   10         66.3
Clock buffer                            4         45.0
-- layer usage --
metal | wire (um) | GRT usage
met4 | 8 | 0.00449
met2 | 349 | 0.0388
met3 | 61 | 0.0154
met5 | 0 | 0
met1 | 407 | 0.0306
-- kinds of logic (layout without fill, tap and decap cells) --
logic type,count (synthesis),in the layout,synth area share
DFF,16,16,0.527
buffers and inverters,14,18,0.148
adders and majority gates,8,8,0.251
and+or+nand+nor,7,7,0.0679
other,1,2,0.00617
-- worst max-delay path: cells and delay by family, from the launching register on --
family	cells	cell delay [ns]
simple gates	1	0.14
buf+inv	3	0.20
fa+ha+maj	8	2.62
flops	1	0.34
No activity file was given, so power comes from the tool's default toggle rates.
